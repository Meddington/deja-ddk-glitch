--- flow/design.v ---
module	data_gen(
			input wire clk,
			input wire rst,
			output reg [5:0] data);
always	@ (posedge clk)
begin
	if (rst)
	begin
		data <= 6'd0;
	end
	else
	begin
		data <= (data + 1);
	end
end
endmodule
--- flow/run.sh ---
#!/bin/bash
# OpenROAD 26Q1-2900-gdf79404cd8, Yosys 0.63+post, stock flow scripts
make -C /OpenROAD-flow-scripts/flow DESIGN_CONFIG=/design/flow/config.mk WORK_HOME=/design/flow/orfs finish
--- flow/config.mk ---
export PLATFORM = sky130hd
export DESIGN_NAME = data_gen
export DESIGN_NICKNAME = data_gen
export VERILOG_FILES = /design/flow/design.v
export SDC_FILE = /design/flow/constraint.sdc
export NUM_CORES = 4
export LEC_CHECK = 1
export CORE_AREA = 10 10 70 70
export DIE_AREA = 0 0 80 80
--- flow/constraint.sdc ---
current_design data_gen

set clk_period 1.9
set clk_io_pct 0.2

create_clock -name clk0 -period $clk_period [get_ports {clk}]

set non_clock_inputs [all_inputs -no_clocks]
set_input_delay [expr $clk_period * $clk_io_pct] -clock clk0 $non_clock_inputs
set_output_delay [expr $clk_period * $clk_io_pct] -clock clk0 [all_outputs]
==> CHANGELOG.md <==
## Flow update

* Critical path required time at about 1.5 ns
* Setup TNS at 0 ns
* CP Depth at 1
* Number of antenna violations at the first check in global routing at 0
* Place WS at between 0.4 and 0.5 ns
* F_max at around 0.65 GHz
* Crit path kind: reg -> out
* Tool Warnings at 25
* Vias in the first global route at ~210
* Tmin final at about 1.5 ns
* Hold depth at 1
* DRC viols at 0
* Fin. Hold Viols at 0
* Die x size at 80 um
* Worst path cell trace: clkdlybuf4s50_1
* Die height at 80 um
* Core ar. at 3416 sq um
* Num ports at 8
* WL final at ~560 um
* Distinct cells, synth at 12
* Max H-tree Level at 1
* Adder Share, Synth at approximately 5.5%
* Via count at ~180
* Clk pin slew, worst setup/hold paths at roughly 0.040 ns
* Startpoint types: flip-flop
* Placed cells at about 75
* Slowest CP cell: clkdlybuf4s50_1
* Syn Std Cell Area at 229.0 sq um
* Slew headroom at a little over 80%
* Seq/Total Area, Yosys at between 50% and 60%
* CP arrival at approximately 1.2 ns
* Critical path buffer and inverter count at 1
* Critical Path End Type: output pin
* Flop area at approximately 120 sq um
* Mean Syn Cell Area at 10.41 sq um
* Grt total ovfl at 0
* Bufs on Longest Clock Path at 2
* Routability cong. at approximately 0.65
* Post-Synth XOR/XNOR Area at ~11%
* Largest stage delay on the critical path at slightly above 0.5 ns
* Fin cells at between 70 and 80
* Starting Density at between 6 and 7%
* CP max FO at 4
* Post-synth mux share at 0%
* Resized cells post-CTS at 0
* AND-OR/OR-AND Cells, Area Fraction at 3.279%
* Reg2Reg Depth at 4
* PwrDens at 723.5 nW/um^2
* ANT nets after route at 0
* Most frequent logic cell in the layout: clkdlybuf4s50_1
* Synth Instances at 22
* Filler cells at ~400
* Clk latency late pin at 0.24 ns
* Leak Pwr at 0.1199 nW
* Largest cells by area: dfxtp_1 52%, nor2_1 8.2%, xor2_1 7.7%
* Tot GR Track Use at between 2 and 2.5%
* Hold buffers post-CTS at 0
* Worst Skew at between 0.0001 and 0.00015 ns
* Logic area at roughly 110 sq um
* Max-cap violations at 0
* DIE AREA at ~6400 sq um
* Clk sink count at 6
* Clk root buf: clkbuf_4
* Routed vias/inst at between 2 and 2.5
* Yosys simple share at 27.32%
* Hpwl dp at 454.5 um
* CTS Buf Count at 3
* Ys flops at 6
* Final setup violation count at 0
* Yosys cell count at 22
* Num rows at 21
* Worst Tran Pin Value at about 0.26 ns
* Status: completed
* Most frequently placed logic cells in the final layout: 7 x clkdlybuf4s50_1, 6 x dfxtp_1, 5 x nor2_1
* DR iter-0 viols at 1
* Largest delay share family, worst path: buffers and inverters
* Max-area cell share at between 50% and 60%
* Wire per inst at 7.218 um
* Power Total at ~0.00027 W
* Number of flip-flops in the largest register at 6
* Number of diodes at 0
* # port buffers at 7
* Crit share post-route at 80.74%
* Area grow syn2layout at 65.57%
* Largest registers: data (6)
* Dominant combinational family: simple AND/OR/NAND/NOR gates
* RSZ-0062 raised after global routing: no
* Initial DRT Pass Iterations at 2
* CTS tree: yes
* Maximum VDD drop at ~440 uV
* Area leader, netlist: dfxtp_1
* Worst setup margin at approximately 0.37 ns
* Setup Fix Bufs, Post-CTS at 0
* Hold Path Class: reg -> reg
* Largest net degree at the start of global routing at 8
* Most flops, register: data
* First-pass GRT wire length at between 1000 and 1500 um
* Yosys stat area at around 230 sq um
* Fin. max-slew vios at 0
* Yosys warning count at 1
* Share of cells above drive strength 1 at 15.63%
-- routing by layer --
metal	share of wire [%]	up-vias	global-route usage, %
li1	-	92	-
met4	0	0	0.3521
met1	58	81	2.880
met5	0	-	0
met2	27	10	2.247
met3	15	0	2.045
-- worst paths after layout --
| kind | slack [ns] | to | startpoint |
|---|---|---|---|
| min reg2reg | 0.47 | data[0] | data[0] |
| max | 0.37 | data[2] | data[2] |
| max reg2reg | 0.90 | data[4] | data[0] |
| min | 0.47 | data[0] | data[0] |
-- Yosys cell counts, drive strengths merged --
master / instances
o21bai: 1
dfxtp: 6
nand3: 2
ha: 1
nand2b: 1
xnor2: 1
nor4: 1
xor2: 2
nand2: 1
nor2b: 1
nor2: 5
-- per-stage QoR --
step / utilization (%) / instance area (sq um) / hold WS, ns
after floorplan: - / 229.0 / 0.4286
after detailed placement: 10.44 / 356.6 / 0.4685
after global placement: 10.44 / 356.6 / 0.4609
final: 11.10 / 379.1 / 0.4745
after CTS: 11.10 / 379.1 / 0.4784
after global routing: 11.10 / 379.1 / 0.5350
-- where the power goes --
group / internal [W] / switching [W] / leakage [nW]
clock network: 0.0000713 / 0.0000433 / 0.0138
registers: 0.000132 / 0.00000602 / 0.0490
logic: 0.0000154 / 0.00000655 / 0.0572
total: 0.000218 / 0.0000558 / 0.120
-- final cells by class --
class / count / area share [%]
Multi-Input combinational cell: 16 / 28.71
Sequential cell: 6 / 31.68
Clock buffer: 3 / 5.941
Timing Repair Buffer: 7 / 18.48
Tap cell: 46 / 15.18
-- logic make-up after synthesis --
family | count (synthesis)
simple gates | 11
xor+xnor | 3
fa+ha+maj | 1
compound gates | 1
flops | 6
No activity file was given, so power comes from the tool's default toggle rates.
