===== design/flow/config.mk =====
export PLATFORM = sky130hd
export DESIGN_NAME = krake_bus
export DESIGN_NICKNAME = krake_bus
export VERILOG_FILES = /design/flow/design.v
export SDC_FILE = /design/flow/constraint.sdc
export NUM_CORES = 4
export LEC_CHECK = 1
export CORE_AREA = 10 10 70 70
export DIE_AREA = 0 0 80 80

===== design/flow/run.sh =====
#!/bin/bash
# OpenROAD 26Q1-2900-gdf79404cd8, Yosys 0.63+post, stock flow scripts
make -C /OpenROAD-flow-scripts/flow DESIGN_CONFIG=/design/flow/config.mk WORK_HOME=/design/flow/orfs finish

===== design/flow/design.v =====
module	krake_bus(
			input wire 				clk_i,			 
			input wire 				rst_i,			 
			input wire [15:0] data,				 
			input wire 				data_clk,		 
			input wire 				we,					 
			output reg 				stb_o,			 
			output reg [7:0]	adr_o,			 
			output reg [7:0]	dat_o,			 
			output reg 				we_o);			 
reg	clean;  
reg	dirty;  
always	@ (posedge clk_i)
begin
	stb_o <= 1'b0;
	dirty <= data_clk;
	clean <= dirty;
	we_o <= we;							 
	adr_o <= data[15:8];		 
	dat_o <= data[7:0];			 
	if(clean ^ dirty)  
		stb_o <= 1'b1;
end
endmodule

===== design/flow/constraint.sdc =====
current_design krake_bus

set clk_period 1.0
set clk_io_pct 0.2

create_clock -name clk0 -period $clk_period [get_ports {clk_i}]

set non_clock_inputs [all_inputs -no_clocks]
set_input_delay [expr $clk_period * $clk_io_pct] -clock clk0 $non_clock_inputs
set_output_delay [expr $clk_period * $clk_io_pct] -clock clk0 [all_outputs]

==> reports/summary.json <==
{
  "grt_max_degree": {"value": 12},
  "grt_first_pass_wirelength": {"value": 1711, "unit": "µm"},
  "reg2reg_setup_slack": {"value": 0.42, "unit": "ns"},
  "power.ir.vdd_worst": {"value": 0.0004676, "unit": "V"},
  "yosys-stat-area": {"value": 409.1, "unit": "µm²"},
  "synth_seq_share": {"value": 0.9786},
  "timing.critical_path.cells": {"value": "buf_2"},
  "r2r_end": {"value": "stb_o"},
  "worst_path_max_delay_cell": {"value": "dfxtp_2"},
  "globalplace.congestion": {"value": 0.7379},
  "tritoncts_num_sinks": {"value": 20},
  "design.die.area": {"value": 0.006400, "unit": "mm²"},
  "regArea": {"value": 404.1, "unit": "µm²"},
  "fmax": {"value": 1080, "unit": "MHz"},
  "cp_max_fo": {"value": 1},
  "post_layout_nonfiller_instances": {"value": 107},
  "ys_cells": {"value": 21},
  "worst_margin_slew": {"value": 0.1015, "unit": "ns"},
  "vias_per_cell": {"value": 2.617},
  "cts_inserted_buffers": {"value": 3},
  "top_area_cell": {"value": "dfxtp_1"},
  "post_synth_instance_area": {"value": 409.1, "unit": "µm²"},
  "critical_path_cell_count": {"value": 1},
  "critical_path.reg2reg.startpoint": {"value": "dirty"},
  "placed_cells": {"value": 103},
  "route.detailed.wl_per_inst": {"value": 11.31, "unit": "µm"},
  "maximum_cell_stage_delay_along_the_critical_path": {"value": 0.33, "unit": "ns"},
  "die_width": {"value": 80, "unit": "µm"},
  "static-leakage-power": {"value": 0.0003373, "unit": "µW"},
  "synth_top_area_share": {"value": 0.9786},
  "initCoreUtil": {"value": 0.1198},
  "die.size.y": {"value": 80, "unit": "µm"},
  "detail_route.antenna_diodes": {"value": 0},
  "timing.clock.skew": {"value": 0.0001009, "unit": "ns"},
  "routed-via-count": {"value": 280},
  "tritoncts": {"value": "yes"},
  "cp.buffers_inverters": {"value": 1},
  "overflow": {"value": 0},
  "log.warning_count": {"value": 26},
  "status": {"value": "complete, no violations"},
  "pwr_density_cell": {"value": 1804, "unit": "mW/mm²"},
  "cp-endpoint": {"value": "dat_o[4]"},
  "antenna_violations_before_repair": {"value": 0},
  "type_of_the_tightest_min_delay_check": {"value": "in -> reg"},
  "period_minus_slack": {"value": 0.9258, "unit": "ns"},
  "worst_setup_path_end_kind": {"value": "output pin"},
  "registers_synthesis": {"value": 20},
  "drtIter0Drc": {"value": 2},
  "maxCapViolCount": {"value": 0},
  "origin_of_the_worst_setup_path": {"value": "dat_o[4]"},
  "setup_repair_after_global_routing_missed_its_margin": {"value": "false"},
  "syn2layout_area_growth": {"value": 89.91, "unit": "%"},
  "finalCritPeriodShare": {"value": 0.9258},
  "design.core.area": {"value": 0.003416, "unit": "mm²"},
  "timing.final.setup_violations": {"value": 0},
  "fillerInstances": {"value": 373},
  "worstSetupStartpointType": {"value": "flip-flop"},
  "logic_area": {"value": 8.758, "unit": "µm²"},
  "drv_slew": {"value": 0},
  "clk_pin_slew_worst_paths": {"value": 0.11, "unit": "ns"},
  "post_synth_inst_count": {"value": 21},
  "hold_viol": {"value": 0},
  "cts_htree_levels": {"value": 1},
  "rr_worst_depth": {"value": 1},
  "grt_pass1_vias": {"value": 308},
  "drtAntennaViolNets": {"value": 0},
  "post_route_cells_drive_above_1_share": {"value": 0.4098},
  "detail_route.drc_violations": {"value": 0},
  "firstDrtPassIters": {"value": 2},
  "groute.usage.overall": {"value": 0.03655},
  "clk-insertion-delay-late": {"value": 0.28, "unit": "ns"},
  "topCellsByArea": {"value": "dfxtp_1 (98%), xor2_1 (2.1%)"},
  "totalNegativeSetupSlack": {"value": 0, "unit": "ns"},
  "post_cts_buffers": {"value": 0},
  "slew_headroom": {"value": 0.9321},
  "cts_root_buf": {"value": "clkbuf_4"},
  "rows": {"value": 21},
  "synth_area_per_cell": {"value": 19.48, "unit": "µm²"},
  "critPathKind": {"value": "reg -> out"},
  "critical_path.top_delay_family": {"value": "flip-flops"},
  "design.portCount": {"value": 38},
  "drt_wl_total": {"value": 1210, "unit": "µm"},
  "cts_buffer_depth": {"value": 2},
  "netlist-cell-type-count": {"value": 2},
  "cp.required": {"value": 0.80, "unit": "ns"},
  "worst_ep_arrival_time": {"value": 0.73, "unit": "ns"},
  "yosys_warnings": {"value": 1},
  "port-buffer-count": {"value": 36}
}
## repair_timing
item,CTS,global route
pin swaps,0,0
hold buffers,0,0
setup endpoints to repair,18,9
gates resized,50,11
## synth_stat cells
| cell | instances |
|---|---|
| xor2_1 | 1 |
| dfxtp_1 | 20 |
## worst min-delay path by stage
stage / start / endpoint / slack, ns / cells after the start
after CTS: data[4] / dat_o[4] / 0.32 / 1
after global routing: data[4] / dat_o[4] / 0.30 / 1
final: data[4] / dat_o[4] / 0.33 / 1
## metal layers
metal,global-route usage,vias up,routed length (µm),share of wire
met5,0,-,0,0
met4,0,0,0,0
met3,0.03182,0,132,0.11
met2,0.06501,22,577,0.48
met1,0.03232,115,500,0.41
li1,-,143,-,-
## cell families (layout without fill, tap and decap cells)
kind of cell,after synthesis,after routing,share of synthesized area
flops,20,20,0.9786
xor+xnor,1,1,0.02141
buf+inv,0,40,0
## state kept, by name, summed over array words and instances (netlist names)
register  cells
dat_o         8
clean         1
stb_o         1
we_o          1
adr_o         8
dirty         1
## stage by stage
step	util	power, µW	setup WS (ns)	hold WS (ns)	instance area, µm²
after floorplan	-	862.1	0.4495	0.2277	409.1
after global placement	0.2421	1015	0.02759	0.3558	827.0
after detailed placement	0.2421	1017	0.01268	0.3563	827.0
after CTS	0.2399	1445	0.00005040	0.3169	819.5
after global routing	0.2275	1489	0.02359	0.2988	777.0
final	0.2275	1402	0.07418	0.3343	777.0
## area by class of cell
cell class	count	share of cell area
Timing Repair Buffer	36	0.3478
Clock buffer	4	0.04670
Sequential cell	20	0.5201
Multi-Input combinational cell	1	0.01127
Tap cell	46	0.07407
## cell usage in the layout, fill, tap and decap left out, drive strengths merged
cell type	instances
buf	9
dfxtp	20
clkdlybuf4s50	18
xor2	1
clkbuf	13
## power breakdown
| part | total (µW) | leakage, µW | switching [µW] | internal, µW |
|---|---|---|---|---|
| Sequential | 853 | 0.000169 | 10.6 | 843 |
| Combinational | 103 | 0.000147 | 16.9 | 86.5 |
| Clock | 445 | 0.0000210 | 224 | 221 |
| Total | 1400 | 0.000337 | 251 | 1150 |
Power is estimated from default activity; no workload was simulated.
