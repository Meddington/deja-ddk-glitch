===== /design/flow/design.v =====
module deja_glitch_power (
	input	wire	clk_i,
	input	wire	rst_i,
	input	wire	stb_i,
	input	wire	we_i,
	input	wire	[3:0] adr_i,
	input	wire	[7:0] dat_i,
	output	reg		ack_o,
	output	reg		[7:0] dat_o,
	input	wire	run_i,	 
	output	reg		power_o
	);
reg		[63:0]	run_cnt;
reg		[63:0]	iter_cnt;	 
reg		[3:0]	state;
reg		[7:0]	size;		 
reg		[7:0]	step;		 
reg				finished;	 
always @ (posedge clk_i)
begin
	power_o		<= power_o;
	run_cnt		<= run_cnt;
	iter_cnt	<= iter_cnt;
	state		<= state;
	size		<= size;
	step		<= step;
	finished	<= finished;
	ack_o		<= 1'b0;
	dat_o		<= dat_o;
	if(rst_i)
	begin
		size		<= 8'd1;
		step		<= 8'd1;
		finished	<= 1'b0;
		power_o		<= 1'b1;
		dat_o		<= 8'd0;
		ack_o		<= 1'b0;
		run_cnt		<= 64'd0;
		iter_cnt	<= 64'd0;
		state		<= 4'd0;
	end
	else
	begin
		if(stb_i && we_i)
		begin
			case(adr_i)
				4'd0:
				begin
					size <= dat_i;
					ack_o <= 1'b1;
				end
				4'd1:
				begin
					step <= dat_i;
					ack_o <= 1'b1;
				end
				default:
				begin
					dat_o <= 8'd0;
					ack_o <= 1'b0;
				end
			endcase
		end
		else if(stb_i && !we_i)
		begin
			case(adr_i)
				4'd0:
				begin
					dat_o <= size;
					ack_o <= 1'b1;
				end
				4'd1:
				begin
					dat_o <= step;
					ack_o <= 1'b1;
				end
				4'd2:
				begin
					dat_o <= {7'd0, finished};
					ack_o <= 1'b1;
				end
				default:
				begin
					dat_o <= 8'd0;
					ack_o <= 1'b0;
				end
			endcase
		end
		case(state)
			4'd0:
			begin
				power_o <= 1'b1;
				finished <= 1'b0;
				if(run_i)
				begin
					if((iter_cnt * step) == 0)
					begin
						power_o <= 1'b0;
					end
					run_cnt <= 64'd1;  
					state <= 4'd1;
				end
			end
			4'd1:
			begin
				run_cnt <= (run_cnt + 64'd1);
				if(!run_i)
				begin
					state <= 4'd2;
				end
				else if(run_cnt == (iter_cnt * step))
				begin
					power_o <= 1'b0;
				end
				else if(run_cnt == ((iter_cnt * step) + size))
				begin
					power_o <= 1'b1;
					state <= 4'd3;
				end
			end
			4'd3:
			begin
				if(!run_i)
				begin
					iter_cnt <= iter_cnt + 64'd1;
					state <= 4'd0;
				end
			end
			4'd2:
			begin
				iter_cnt <= iter_cnt + 64'd1;
				power_o <= 1'b1;
				finished <= 1'b1;
				state <= 4'd0;
			end
		endcase
	end
end
endmodule

===== /design/flow/run.sh =====
#!/bin/bash
# OpenROAD 26Q1-2900-gdf79404cd8, Yosys 0.63+post, stock flow scripts
make -C /OpenROAD-flow-scripts/flow DESIGN_CONFIG=/design/flow/config.mk WORK_HOME=/design/flow/orfs finish

===== /design/flow/config.mk =====
export PLATFORM = sky130hd
export DESIGN_NAME = deja_glitch_power
export DESIGN_NICKNAME = deja_glitch_power
export VERILOG_FILES = /design/flow/design.v
export SDC_FILE = /design/flow/constraint.sdc
export NUM_CORES = 4
export LEC_CHECK = 1
export CORE_UTILIZATION = 40

===== /design/flow/constraint.sdc =====
current_design deja_glitch_power

set clk_period 30.7
set clk_io_pct 0.2

create_clock -name clk0 -period $clk_period [get_ports {clk_i}]

set non_clock_inputs [all_inputs -no_clocks]
set_input_delay [expr $clk_period * $clk_io_pct] -clock clk0 $non_clock_inputs
set_output_delay [expr $clk_period * $clk_io_pct] -clock clk0 [all_outputs]

==> run_results.csv <==
group,metric,value,unit
route,drc,0,
logic_synthesis,synth-seq-cells,159,
clock_network,post_cts_resized,0,
global_route,gr-usage-all-layers,23.3,%
sta,timing.final.hold_violations,0,
power,p_comb_share,4.6,%
clock_network,clockBufferDepth,2,
sta,timing.final.crit_share,31.7,%
global_route,antenna_found_initial,0,
route,drtIter0Drc,1275,
logic_synthesis,avgSynthCellArea,7.91,um^2
route,n_antenna_cell,0,
clock_network,cts_setup_buffers,0,
placement,hpwl,54700,um
global_route,grt_max_degree,62,
floorplanning,initCoreUtil,40.6,%
setup_path,cp-start-kind,"input port",
floorplanning,boundaryPins,27,
placement,gp_congestion,0.962,
sta,min_period,9750,ps
sta,slew_headroom,40.2,%
route,avgRoutedWirePerCell,17.7,um
placement,dp_slack,20460,ps
clock_network,clock-root-buffer,"clkbuf_16",
logic_synthesis,ys_seq_share,12.4,%
logic_synthesis,synthArstFlopShare,0,%
sta,finalSetupViolations,0,
setup_path,worstSetupPathType,"in -> reg",
setup_path,cp.required,31070,ps
logic_synthesis,synth_area,0.0257,mm^2
worst_hold_path,hold_class,"reg -> reg",
sta,drv_slew,0,
clock_network,cts_tree,"built",
clock_network,clk_latency,500,ps
setup_path,worst-path-max-fanout,8,
setup_path,arrival,10120,ps
setup_path,end_kind,"flop",
floorplanning,die_x,256,um
floorplanning,die_area,0.0653,mm^2
logic_synthesis,synthFlopType,"dfxtp_1",
global_route,grt_overflow,0,
sta,rsz0062_at_grt,"false",
sta,fin_worst_skew,16.6,ps
global_route,grt_pass1_wl,118000,um
floorplanning,chipHeight,256,um
logic_synthesis,synth_chip_area,0.0257,mm^2
route,via_count,21800,
global_route,grt_pass1_vias,21900,
run,warnings,25,
sta,fin_setup_tns,0,ps
sta,whs,496,ps
route,ant_nets,0,
route,dr.pass1.iters,5,
route,finalWirelength,70300,um
run,drv_cap,0,
route,routed_via_density,5.49,
sta,layout_setup_ws,20950,ps
floorplanning,rows,92,
placement,port_buffers,26,
power,power.switching,0.128,mW
clock_network,postCtsHoldBufs,0,
layout,layout.cells.most_common,"nand2_1",
power,p_int,0.323,mW
layout,layout-drive-gt1-share,3.55,%
clock_network,cts_made_buffers,17,
power,p_seq_share,46.3,%
clock_network,clkTransAtPathRegs,80,ps
layout,most-common-layout-cells,"nand2_1 (536), fa_1 (349), inv_1 (293), nor2_1 (257), and2_1 (160)",
power,pwr-share-clk,49.1,%
clock_network,cts_sinks,159,
power,peakVddDrop,0.0361,mV
power,p_sw_share,28.3,%
logic_synthesis,synth_cell_types,86,
logic_synthesis,ys_cells,3252,
power,leakage,9.30,nW
logic_synthesis,ys_warn_count,1,
logic_synthesis,synthCells,3252,
power,pwr_density_cell,16.6,mW/mm^2
sta,fmax,103,MHz
clock_network,h-tree-depth,4,
sta,tightest_slew,896,ps
status,status,"complete, no violations",
logic_synthesis,edf_count,0,
floorplanning,core,0.0633,mm^2
layout,area_growth,5.18,%
## kinds of logic (layout without fill, tap and decap cells)
logic type	after synthesis	after routing	share of synthesized area, %
xor+xnor	250	250	8.84
compound gates	464	464	12.2
mux	34	34	1.36
flops	159	159	12.4
simple gates	1413	1413	26.8
buf+inv	501	379	7.38
fa+ha+maj	431	431	31.1
## metrics by stage
step                      std cells  power (mW)  area [um^2]  util, %
after floorplan                3252       0.225        25700        -
after global placement         3944       0.234        26500     41.8
after detailed placement       3944       0.234        26500     41.8
after CTS                      3976       0.458        27100     42.7
after global routing           3976       0.466        27100     42.7
final                          3976       0.450        27100     42.7
## state kept, by name, indices dropped and copies added (netlist names)
name and flops:
dat_o 8, iter_cnt 64, ack_o 1, size 8, run_cnt 64, step 8
state 4, finished 1, power_o 1
## cell type report
cell class                 instances  area [um^2]
clock buffer                      17          425
clock inverter                    15          171
fill                            6427        36200
inverter                         293         1100
multi-input combinational       2592        20600
sequential                       159         3190
tap                              846         1060
timing repair buffer              54          468
## synth_stat cells (36+ instances only)
cell type    n  area, um^2
nand4_1     76         475
and2_1     160        1000
nand2_1    536        2010
xnor2_1    124        1090
a21oi_1    121         606
fa_1       349        6990
dfxtp_1    159        3180
and3_1      55         344
o21ai_0     87         435
nand3_1     87         435
clkbuf_1   187         702
a21o_1      36         270
nor3_1      57         285
xor2_1     120        1050
ha_1        82        1030
inv_1      293        1100
nor2_1     257         965
## power groups by stage
stage,logic [mW],clock network [mW],registers (mW)
6_report,0.0206,0.221,0.209
5_1_grt,0.0225,0.235,0.209
4_1_cts,0.0206,0.229,0.209
## worst paths after layout
path	slack [ps]	cells after the start	from	to
worst min-delay path	500	2	run_cnt[55]$_SDFFE_PP0P_	run_cnt[55]$_SDFFE_PP0P_
worst max register to register	21300	23	step[2]$_SDFFE_PP0P_	state[2]$_DFF_P_
worst max-delay path	20950	13	run_i	iter_cnt[61]$_SDFFE_PP0P_
worst min register to register	500	2	run_cnt[55]$_SDFFE_PP0P_	run_cnt[55]$_SDFFE_PP0P_
## critical path: stages
cell	delay (ps)
clkdlybuf4s50_1	540
a21oi_1	180
buf_4	170
nand4_1	140
or2_2	400
nor3_1	400
and3_1	350
nand4_1	400
nor4_1	590
nor2b_1	430
nand3_1	150
xor2_1	160
nor2_1	50
## per-layer routing
layer | global-route usage, % | vias to the layer above | wire length (um)
met5 | 0 | - | 0
li1 | - | 10500 | -
met3 | 3.42 | 86 | 3420
met2 | 38.9 | 541 | 34800
met1 | 33.2 | 10700 | 30600
met4 | 4.27 | 0 | 1590
Power figures rest on the tool's default switching activity, not on a simulated workload.
